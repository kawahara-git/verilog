`flow/run.sh`:
```
#!/bin/bash
# OpenROAD 26Q1-2900-gdf79404cd8, Yosys 0.63+post, stock flow scripts
make -C /OpenROAD-flow-scripts/flow DESIGN_CONFIG=/design/flow/config.mk WORK_HOME=/design/flow/orfs finish
```
`flow/config.mk`:
```
export PLATFORM = sky130hd
export DESIGN_NAME = mode_selector
export DESIGN_NICKNAME = mode_selector
export VERILOG_FILES = /design/flow/design.v
export SDC_FILE = /design/flow/constraint.sdc
export NUM_CORES = 4
export LEC_CHECK = 1
export CORE_AREA = 10 10 70 70
export DIE_AREA = 0 0 80 80
```
`flow/constraint.sdc`:
```
current_design mode_selector

set clk_period 1.4
set clk_io_pct 0.2

create_clock -name clk0 -period $clk_period [get_ports {clk}]

set non_clock_inputs [all_inputs -no_clocks]
set_input_delay [expr $clk_period * $clk_io_pct] -clock clk0 $non_clock_inputs
set_output_delay [expr $clk_period * $clk_io_pct] -clock clk0 [all_outputs]
```
`flow/design.v`:
```
`default_nettype none
module mode_selector
  (
   input wire         xrst,
   input wire         clk,
   input wire [ 1: 0] mode,
   output reg [ 7: 0] data = 8'd0
   );
  reg 	[ 7: 0]	count = 8'd0;
  always @(posedge clk) begin
    if (!xrst) begin
      count <= 8'd0;
    end
    else begin
      count <= count + 8'd1;
    end
  end
  always @(posedge clk) begin
    if (!xrst) begin
      data <= 8'd0;
    end
    else if (mode == 2'd1) begin
      data <= count;
    end
    else if (mode == 2'd2) begin
      data <= 8'd2;
    end
    else if (mode == 2'd3) begin
      data <= 8'd3;
    end
    else begin
      data <= 8'd0;
    end
  end
endmodule
`default_nettype wire
```
==> flow_summary.json <==
{
  "final.min_clock_period_ps": 1337,
  "crit_type": "reg -> out",
  "outcome": "complete, no violations",
  "post-route-period-util_pct": 95.51,
  "grt-ovfl-total": 0,
  "utilization_pct": 22.42,
  "clock_sinks": 16,
  "cp-startpoint": "data[2]",
  "cts_tree": "yes",
  "core_mm2": 0.003416,
  "cts_max_level": 1,
  "finalWorstSetupSlack_ps": 62.90,
  "rows": 21,
  "critPathSlowestCell": "clkdlybuf4s50_1",
  "die_w_um": 80,
  "grt_use_total_pct": 2.847,
  "setup_viol": 0,
  "r2r-start": "count[0]",
  "relSlewSlack_pct": 84.02,
  "powerDensity_mw_per_mm2": 1056,
  "die_h_um": 80,
  "ys_ff": 16,
  "drtAntennaViolNets": 0,
  "warnings": 25,
  "crit_path_end_kind": "output pin",
  "final_max_slew_viol_count": 0,
  "syn-instance-count": 54,
  "fmax_mhz": 747.9,
  "instances_no_fill": 115,
  "path_max_fanout": 1,
  "nFillCells": 379,
  "hold_buffers": 0,
  "synthToLayoutAreaGrowth_pct": 37.53,
  "cp.arrival_ps": 1060,
  "drt_wl_total_um": 929,
  "whs_path_depth": 1,
  "antenna-diode-count": 0,
  "max-cap-violations": 0,
  "clk_path_buf_depth": 2,
  "required_ps": 1120,
  "yosys_cells": 54,
  "rsz0062_at_grt": "false",
  "avgSynthCellArea_um2": 10.31,
  "p_leak_nw": 0.3010,
  "hold_path.class": "reg -> reg",
  "grt_pass1_vias": 348,
  "grt_pass1_wl_um": 1476,
  "dp_cells": 111,
  "routabilityCongestion": 0.7600,
  "boundaryPins": 12,
  "skew_ps": 2.187,
  "clk_pin_slew_ps": 80,
  "crit_family": "buffers and inverters",
  "fp_util_pct": 16.30,
  "drt_iter0_markers": 24,
  "grt_start_max_net_pins": 12,
  "layout.area.comb_um2": 232.7,
  "crit_buf_inv": 1,
  "ctsRootBufferMaster": "clkbuf_4",
  "cp-start-kind": "flop",
  "ys_chip_area_um2": 556.8,
  "reg2regPathDepth": 4,
  "hold_violations": 0,
  "max_stage_delay_ps": 460,
  "cp.depth": 1,
  "drc_errors": 0,
  "ir_drop_v": 0.0003407,
  "synth.distinct_cells": 19,
  "layout-drive-gt1-share_pct": 11.59,
  "dp_hpwl_um": 745.1,
  "worst_pin_slew_ps": 238.8,
  "antenna_found_initial": 0,
  "cts_inserted_buffers": 3,
  "hp-start": "count[7]",
  "tns_ps": 0,
  "ys.warnings.count": 1,
  "synth.cell_area_um2": 556.8,
  "routedWlPerCell_um": 8.078,
  "clk_latency_ps": 280,
  "io_buffers": 11,
  "crit_chain": "clkdlybuf4s50_1",
  "ys_seq_share_pct": 57.53,
  "routed-via-count": 385,
  "die_area_mm2": 0.006400,
  "via_per_inst": 3.348,
  "power_mw": 0.8088,
  "register_area_um2": 321.6,
  "dp_slack_ps": 115.5,
  "dr.pass1.iters": 4
}
==> cell usage after synthesis <==
cell type / count / area [um^2]
a21boi_1: 1 / 7.510
nand2_1: 3 / 11.26
xor2_1: 1 / 8.760
ha_1: 1 / 12.51
dfxtp_1: 16 / 320.3
o21ai_0: 1 / 5.000
and2_1: 9 / 56.30
nand2b_1: 2 / 12.51
nor2b_1: 2 / 12.51
a21oi_1: 1 / 5.000
nor2_1: 3 / 11.26
or3_1: 1 / 6.260
mux2i_1: 2 / 20.02
nand3_1: 5 / 25.02
xnor2_1: 2 / 17.52
and2_2: 1 / 7.510
nand4_1: 1 / 6.260
clkbuf_1: 1 / 3.750
and3_2: 1 / 7.510
==> layout by cell type (no fill, tap or decap), drive strengths merged, types with 2 or more instances in the layout <==
cell / n
dfxtp: 16
clkdlybuf4s50: 11
and2: 10
nand3: 5
clkbuf: 4
nand2: 3
nor2: 3
nor2b: 2
nand2b: 2
mux2i: 2
xnor2: 2
==> flip-flops by register name, summed over array words and instances (netlist names) <==
register	count
count	8
data	8
==> through the flow <==
stage               hold slack [ps]  area [um^2]
finish                        486.6        765.7
global route                  513.4        765.7
CTS                           486.4        764.5
detailed placement            468.4        728.2
global placement              466.3        728.2
floorplan                     395.8        556.8
==> cell families after synthesis <==
kind of cell	count (synthesis)	share of synthesized area, %
and+or+nand+nor	28	28.09
DFF	16	57.53
AOI/OAI and AO/OA	3	3.145
xor gates and xnor gates	3	4.720
muxes	2	3.596
buffers and inverters	1	0.6735
adders and majority gates	1	2.247
==> power breakdown <==
part | internal (mW) | switching, mW
sequential | 0.466 | 0.0124
clock | 0.158 | 0.131
combinational | 0.0260 | 0.0148
total | 0.650 | 0.159
==> cell type report <==
| cell class | instances | area share, % |
|---|---|---|
| clock buffers | 4 | 4.739 |
| flip-flops and latches | 16 | 41.99 |
| multi-input cells | 37 | 30.39 |
| well taps | 46 | 7.516 |
| repair buffers | 12 | 15.36 |
==> routing by layer <==
metal / up-vias / track usage [%] / wire length [um]
met4: 0 / 0.1761 / 0
met3: 0 / 2.159 / 126
met1: 164 / 3.399 / 427
met2: 13 / 4.173 / 376
met5: - / 0 / 0
li1: 208 / - / -
==> path summary, 6_finish.rpt <==
check        slack, ps  endpoint
max reg2reg        240  count[4]
max                 60   data[2]
min reg2reg        490   data[7]
min                490   data[7]
==> repair_timing <==
action | in CTS | in global routing
resized | 0 | 1
buffers inserted | 0 | 0
hold endpoints to repair | 0 | 0
setup endpoints to repair | 0 | 1
Power and IR drop assume default switching activity.

`flow/design.v`:
```
`default_nettype none
module sec_counter
  (
   input wire         clk_6m,
   input wire         xrst,
   output reg [ 7: 0] Q
   );
  reg [22: 0]	count = 23'd1;
  always @(posedge clk_6m)  begin
    if (!xrst) begin
      Q <= 8'd0;
      count <= 23'd1;
    end
    else begin
      if (count == 23'd6000000) begin
        Q <= Q + 8'd1;
        count <= 23'd1;
      end
      else begin
        count <= count + 1'b1;
      end
    end
  end
endmodule
`default_nettype wire
```
`flow/run.sh`:
```
#!/bin/bash
# OpenROAD 26Q1-2900-gdf79404cd8, Yosys 0.63+post, stock flow scripts
make -C /OpenROAD-flow-scripts/flow DESIGN_CONFIG=/design/flow/config.mk WORK_HOME=/design/flow/orfs finish
```
`flow/config.mk`:
```
export PLATFORM = sky130hd
export DESIGN_NAME = sec_counter
export DESIGN_NICKNAME = sec_counter
export VERILOG_FILES = /design/flow/design.v
export SDC_FILE = /design/flow/constraint.sdc
export NUM_CORES = 4
export LEC_CHECK = 1
export CORE_AREA = 10 10 104 104
export DIE_AREA = 0 0 114 114
```
`flow/constraint.sdc`:
```
current_design sec_counter

set clk_period 3.7
set clk_io_pct 0.2

create_clock -name clk0 -period $clk_period [get_ports {clk_6m}]

set non_clock_inputs [all_inputs -no_clocks]
set_input_delay [expr $clk_period * $clk_io_pct] -clock clk0 $non_clock_inputs
set_output_delay [expr $clk_period * $clk_io_pct] -clock clk0 [all_outputs]
```
==> reports/writeup.txt <==
The switching portion of total power works out to 20.9%. Standard cell core area: 0.00868 mm2. Fraction of the core area occupied by cells at floorplan: 17.3%.

The width of the die is 114 um. The tools report the total via count in the routed design as 1265. The final count of negative-setup-slack endpoints was 0; the synthesis-to-layout area growth was 19.5%.

The tools report the clock tree root buffer cell as clkbuf_8. The first global-routing pass estimated 5.47 mm of wire. The worst path needs 2.27 ns of the cycle, external delays included. The tools report the final routed DRC violation total as 0. The average instance area after synthesis works out to 8.65 um2. TritonCTS built the clock tree. STA reports a reg2reg setup slack of 1.43 ns.

The CTS log lists the clock sinks for this run as 31. With the placed wire-length estimate after detailed placement at 2.15 mm, the row count is 34. The count of buffers added on input and output ports is 9.

The design area is 0.00180 mm2, and the number of pins exceeding their max-slew limit in the final report is 0. Static timing analysis puts the maximum clock frequency at 440 MHz. The area share of and/or/nand/nor cells after synthesis is 31.6%, and the synthesized-area fraction occupied by ao, oa, aoi and oai cells is 11.5%.

The run gives 2.49% for the synthesized-area fraction occupied by adder cells. For the worst min-delay path, the startpoint reported by OpenROAD is Q[7]. The floorplan die height was 114 um; the final routed wire length divided by cell count was 10.5 um. Summing over the stages, the warning tally comes to 26.

Headroom to the max-slew limit came out at 60.2%. The power report lists cell-internal power as 0.517 mW. Overall die area: 0.0130 mm2. The most common logic cells in the final layout are dfxtp_1 (31), nor2_1 (15), a21oi_1 (15), nand3_1 (11), or4_1 (10).

After layout, the worst path uses 61.4% of the clock period. In this run the maximum-capacitance check reported violations numbering 0. The tools report the initial antenna violation count as 0. The count of state elements after synthesis is 31. For the buffers inserted during post-CTS setup optimization, the log shows 0. Global routing finished with a remaining overflow of 0.

Setup repair after global routing left no endpoint under its margin. The flow ran to the end, and the final reports show no timing, DRC or antenna violations. The script extracted a total leakage power of 0.559 nW. The run gives 4.30 for the detailed-route vias per instance. After detailed placement, the total cell area comes to 0.00170 mm2.

Sequential cells were found to cover 41.2% of the synthesized design area. Once the clock tree was built, the resizer swapped 0 gates to a different size. The skew report gives the latency at the later pin of the worst-skew pair as 0.27 ns. The tools report the number of endpoints with negative hold slack in the final report as 0. The report lists the power per cell area as 363 mW/mm2. The run gives 3.91 ns for the worst path required time. The critical path maximum fanout is 12. Class of the worst hold path: reg2reg. The flow reports that the clock network draws 44.1% of the design power. For this run, the detailed router's first-pass iteration total came to 4. Global routing consumed, over all layers together, 4.87% of the routing resources. The run gives 1 for the count of yosys warnings during synthesis. The worst setup path is launched from a flip-flop.

The synthesized design contains 0 enable-type register cells. The post-synthesis instance area was 0.00151 mm2. The number of global-route vias before repair came out at 1191. Looking at the setup timing report, the critical path kind is reg2reg. For the area of the synthesized netlist per yosys stat, the log shows 0.00151 mm2. The type of destination of the critical path was a flip-flop.

The detailed placer reported the number of placed instances as 286. The final layout reports a setup TNS of 0 ns. The most used logic cell in the final layout was dfxtp_1. Critical path launch point: count[13]. The worst clock skew on the final layout was 0.00503 ns.

The detailed router's first-iteration violation count is 69, and the layout cell share with drive strength beyond 1 is 8.06%. Final standard cell count with taps included and fillers excluded: 294. The maximum root-to-sink buffer count is 2, and the fraction of registers with async set/reset is 0%. The switching component of the power was reported as 0.136 mW.

The synthesized instance count was 174. The number of hold buffers added after CTS was 0. Worst endpoint data arrival time: 2.48 ns.

Per the post-CTS timing run, clock transition at the registers of the reported paths is 0.06 ns. Yosys stat counts 174 cells in the synthesized netlist. Per the post-route antenna check, the number of violating nets is 0. The power report attributes to the combinational group a share of 3.2%. The logs give 52.7% for the power share of the sequential group and 2 for the H-tree depth. The slew at the pin closest to its max-slew limit is 0.592 ns, and the number of buffers created by CTS is 5. Antenna repair during routing inserted a diode count of 0.

Entering global routing, the biggest net connects 24 pins. The dominant combinational cell family by area after synthesis is simple AND/OR/NAND/NOR gates. The startpoint identified for the worst register-to-register timing path is count[13]. The prevailing post-synth register cell was dfxtp_1. The number of I/O pins was 10; the post-synthesis mux area share was 1.33%. For reference, XOR and XNOR gates occupy 6.98% of the area reported after synthesis. Routability-driven placement finished with a final weighted congestion of 0.840. In the Yosys stats the netlist draws on 32 distinct library cells. The tools report the peak supply drop as 0.118 mV.

Summed over all layers, the routed wires come to 3.07 mm.
[power groups by stage]
stage	Clock [mW]	Combinational (mW)	Sequential [mW]
after CTS	0.299	0.0215	0.344
after global routing	0.313	0.0242	0.344
final	0.288	0.0212	0.344
[path summary, 6_finish.rpt]
path / endpoint / cells after the start
worst max-delay path: Q[4] / 4
worst min-delay path: Q[7] / 2
worst max register to register: Q[4] / 4
worst min register to register: Q[7] / 2
[kinds of logic (layout without fill, tap and decap cells)]
logic type               Yosys count  in the layout
AND-OR/OR-AND                     31             31
adder cells (fa/ha/maj)            3              3
XOR/XNOR                          12             12
multiplexers                       2              2
AND/OR/NAND/NOR                   80             80
flip-flops                        31             31
buffers and inverters             15             27
[layout make-up]
cell class                      instances  area, um2
Clock buffer                            8        100
Fill cell                             971       6880
Inverter                                9       33.8
Sequential cell                        31        621
Multi-Input combinational cell        128        811
Tap cell                              108        135
Timing Repair Buffer                   10       97.6
[stage by stage]
step	setup slack [ns]	hold WS, ns	power (mW)	util (%)
after detailed placement	1.45	0.468	0.372	19.6
after floorplan	1.52	0.433	0.366	-
after global placement	1.47	0.460	0.372	19.6
after global routing	1.30	0.518	0.681	20.7
after CTS	1.43	0.477	0.664	20.7
final	1.43	0.469	0.653	20.7
[Yosys cell counts, types with 2 or more instances]
library cell  number  share of area, %
clkbuf_1           2              0.50
or4bb_1            2               1.5
buf_2              2              0.67
nor3_1             3               1.0
nand2b_1           2              0.83
xnor2_1            9               5.2
nand4_1            6               2.5
nand2_1            9               2.2
inv_1              9               2.2
nor4_1             3               1.2
and3_1             3               1.2
dfxtp_1           31                41
o31ai_1            7               3.5
ha_1               3               2.5
nand3_1           11               3.7
mux2i_1            2               1.3
xor2_1             3               1.7
o21ai_0            9               3.0
or3_1              5               2.1
nor2_1            15               3.7
or4_1             10               5.0
and4_1             2               1.2
or4_4              2               1.5
a21oi_1           15               5.0
buf_6              2               1.5
[worst max-delay path, cell delays in order, from the launching register on]
cell,delay (ns)
dfxtp_1,0.36
or4_1,0.58
or4_4,0.59
or4_1,0.52
a21oi_1,0.14
[state kept, by name, summed over array words and instances, names as in the netlist]
register,cells
count,23
Q,8
[per-layer routing]
layer  share of wire (%)  track usage, %
met1                  51            6.86
met2                  41            6.99
met3                 6.7            1.81
met4                0.91            1.00
met5                   0               0
Power is estimated from default activity; no workload was simulated.

===== flow/design.v =====
`default_nettype none
module msec_counter
  (
   input wire         clk_4m,
   output reg [ 3: 0] Q = 4'd1
    );
  reg		clk_1k = 1'b1;
  reg [10: 0]	count = 11'd1;
  always @(posedge clk_4m) begin
    if (count == 11'd2000) begin
      clk_1k <= ~clk_1k;
      count <= 11'd1;
    end
    else begin
      count <= count + 1'b1;
    end
  end
  always @(posedge clk_1k)  begin
    Q <= {Q[2:0],Q[3]};
  end
endmodule
`default_nettype wire

===== flow/constraint.sdc =====
current_design msec_counter

set clk_period 2.1
set clk_io_pct 0.2

create_clock -name clk0 -period $clk_period [get_ports {clk_4m}]

set non_clock_inputs [all_inputs -no_clocks]
set_input_delay [expr $clk_period * $clk_io_pct] -clock clk0 $non_clock_inputs
set_output_delay [expr $clk_period * $clk_io_pct] -clock clk0 [all_outputs]

===== flow/config.mk =====
export PLATFORM = sky130hd
export DESIGN_NAME = msec_counter
export DESIGN_NICKNAME = msec_counter
export VERILOG_FILES = /design/flow/design.v
export SDC_FILE = /design/flow/constraint.sdc
export NUM_CORES = 4
export LEC_CHECK = 1
export CORE_AREA = 10 10 73 73
export DIE_AREA = 0 0 83 83

===== flow/run.sh =====
#!/bin/bash
# OpenROAD 26Q1-2900-gdf79404cd8, Yosys 0.63+post, stock flow scripts
make -C /OpenROAD-flow-scripts/flow DESIGN_CONFIG=/design/flow/config.mk WORK_HOME=/design/flow/orfs finish

==> impl_metrics.tcl <==
# yosys + openroad results
set metrics [dict create \
    r2r_cells 3 \
    cp_data_required_time_ns 2.23 \
    htreeDepth 1 \
    cp_slowest_cell "or4b_4" \
    grt_pass1_vias 422 \
    critPathKind "reg2reg" \
    hp-class "reg2reg" \
    yosys_cells 63 \
    cp-end-kind "flop" \
    cts_setup_buffers 0 \
    power_density_nw_per_um2 602.1 \
    fin_crit_sh 0.7340 \
    grt_antenna_before_repair 0 \
    num_antenna_cells 0 \
    rsz0062_at_grt "no" \
    num_vias 478 \
    design.portCount 5 \
    max_stage_delay_ns 0.57 \
    synth_seq_share 0.5187 \
    cap_violations 0 \
    grt_max_degree 11 \
    cts_tree "done" \
    hold_end "count[0]" \
    clkPwrFrac 0.516 \
    untimed_endpoints 8 \
    regToRegEndpoint "count[10]" \
    cts_buffers 3 \
    fin_worst_skew_ns 0.007570 \
    min_period_ns 1.541 \
    finalHoldViolations 0 \
    yosys_warnings 1 \
    p_sw_mw 0.08101 \
    unclocked_pins 4 \
    post_cts_resized 0 \
    yosysUniqueCellTypes 27 \
    viasPerCell 4.017 \
    fp.dieW_microns 83 \
    clock_latency_ns 0.24 \
    num_rows 22 \
    slew_headroom 0.7633 \
    totalPowerFinal_mw 0.4769 \
    switching_share 0.1699 \
    timing.fmax_mhz 648.7 \
    drc 0 \
    chip_area_sq_um 6889 \
    wirelength_microns 1015 \
    tool_warnings 26 \
    drtPass1Iterations 4 \
    p_int_mw 0.3959 \
    grt_pass1_wl_microns 1869 \
    drtIter0Drc 30 \
    p_comb_frac 0 \
    hpwl_microns 733.9 \
    ir_drop_uv 557.6 \
    worst_pin_slew_ns 0.3541 \
    path_cells "or4b_4 > o221a_1 > a211o_1" \
    gp_congestion 0.8322 \
    drive_above_1_share 0.09859 \
    pre_cts_slack_ns 0.5583 \
    ys_chip_area_sq_um 636.9 \
    min_path_cells 1 \
    cts_hold_buf 0 \
    fin_tns_setup_ns 0 \
    die_y_microns 83 \
    outcome "finished, final reports clean" \
    overflow 0 \
    cts.clk_slew.worst_paths_ns 0.05 \
    wire_per_inst_microns 8.529 \
    avgSynthCellArea_sq_um 10.11 \
    rrSetupSlack_ns 0.56 \
    hp-start "count[0]" \
    ys.flops 16 \
    synth_area_sq_um 636.9 \
    crit_arrival_ns 1.67 \
    initial_utilization 0.1701 \
    track_usage 0.02987 \
    clockBufferDepth 2 \
    p_seq_frac 0.484 \
    core_sq_um 3744 \
    drtAntennaViolNets 0 \
    p_leak_nw 0.2956 \
    path_max_fanout 6 \
    setup_viol 0 \
    cts_root_buf "clkbuf_8" \
    postLayoutSetupSlackWorst_ns 0.5585 \
    crit_path_start_kind "flop" \
    io_buffers 4 \
    drv_slew 0 \
    netlist_instances 63 \
    area_growth_pct 24.36 \
    regToRegStartpoint "count[2]" \
]
## worst max path at each step
stage | from | endpoint | slack [ns] | cells past startpoint
4_1_cts | count[2] | count[10] | 0.56 | 3
5_1_grt | count[2] | count[9] | 0.47 | 3
6_report | count[2] | count[10] | 0.56 | 3
## cell usage after synthesis
cell / count / area [sq um]
a211o_1: 1 / 8.760
a21bo_2: 1 / 10.01
a21oi_1: 2 / 10.01
dfxtp_1: 15 / 300.3
edfxtp_1: 1 / 30.03
ha_1: 2 / 25.02
inv_1: 5 / 18.77
nand2_1: 3 / 11.26
nand2b_1: 1 / 6.260
nand3_1: 5 / 25.02
nand3b_1: 1 / 7.510
nand4_1: 2 / 12.51
nor2_1: 5 / 18.77
nor2b_1: 1 / 6.260
nor3_1: 1 / 5.000
nor3_4: 1 / 16.27
nor4_1: 1 / 6.260
o21ai_0: 3 / 15.01
o21bai_1: 1 / 7.510
o221a_1: 1 / 11.26
o311ai_0: 1 / 8.760
o31ai_1: 1 / 7.510
or3_1: 2 / 12.51
or4_1: 1 / 7.510
or4b_4: 1 / 13.76
xnor2_1: 2 / 17.52
xor2_1: 2 / 17.52
## per-stage QoR
step / instances / utilization / hold slack [ns] / area (sq um)
4_1_cts: 119 / 0.2116 / 0.4818 / 792.0
6_report: 119 / 0.2116 / 0.4834 / 792.0
3_3_place_gp: 115 / 0.1969 / 0.4685 / 737.0
2_1_floorplan: 63 / - / 0.4243 / 636.9
5_1_grt: 119 / 0.2116 / 0.5006 / 792.0
3_5_place_dp: 115 / 0.1969 / 0.4672 / 737.0
## power groups by stage
stage	logic [mW]	registers (mW)	clock network, mW
CTS	0.000000134	0.230	0.254
finish	0.000000134	0.231	0.246
global route	0.000000134	0.230	0.268
## layout by cell type, fill, tap and decap left out, types with 2 or more instances in the layout
| cell type | instances |
|---|---|
| nand3_1 | 5 |
| nand4_1 | 2 |
| clkdlybuf4s50_1 | 4 |
| or3_1 | 2 |
| clkbuf_8 | 4 |
| dfxtp_1 | 15 |
| nand2_1 | 3 |
| a21oi_1 | 2 |
| inv_1 | 5 |
| xnor2_1 | 2 |
| ha_1 | 2 |
| o21ai_0 | 3 |
| nor2_1 | 5 |
| xor2_1 | 2 |
## cell type report
| type | count | area (sq um) |
|---|---|---|
| clock buffers | 4 | 55.05 |
| fillers | 412 | 2952 |
| inverters | 5 | 18.77 |
| multi-input cells | 42 | 287.8 |
| flip-flops and latches | 16 | 330.3 |
| well taps | 48 | 60.06 |
| repair buffers | 4 | 40.04 |
## cells by family (layout without fill, tap and decap cells)
kind of cell	after synthesis	in the layout	synth area share
adders and majority gates	2	2	0.03929
and+or+nand+nor	25	25	0.2338
xor gates and xnor gates	4	4	0.05502
AOI/OAI and AO/OA	11	11	0.1238
DFF	16	16	0.5187
buffers and inverters	5	13	0.02947
## routing by layer
metal	part of all wire	GRT usage	up-vias
li1	-	-	240
met1	0.51	0.04140	223
met2	0.40	0.04120	13
met3	0.087	0.01673	2
met4	0.0059	0.001538	0
met5	0	0	-
## worst max-delay path, delay by kind of cell, from the launching register on
kind            cells  cell delay [ns]
flops               1             0.36
simple gates        1             0.57
compound gates      2             0.51
## registers in the layout, indices dropped and copies added, names as in the netlist
name	cells
Q	4
clk_1k	1
count	11
Power figures rest on the tool's default switching activity, not on a simulated workload.
